File: constraint.sdc
current_design lp_filter

set clk_period 30.2
set clk_io_pct 0.2

create_clock -name clk0 -period $clk_period [get_ports {clk}]

set non_clock_inputs [all_inputs -no_clocks]
set_input_delay [expr $clk_period * $clk_io_pct] -clock clk0 $non_clock_inputs
set_output_delay [expr $clk_period * $clk_io_pct] -clock clk0 [all_outputs]
File: config.mk
export PLATFORM = sky130hd
export DESIGN_NAME = lp_filter
export DESIGN_NICKNAME = lp_filter
export VERILOG_FILES = /design/flow/design.v
export SDC_FILE = /design/flow/constraint.sdc
export NUM_CORES = 4
export LEC_CHECK = 1
export CORE_UTILIZATION = 50
File: design.v
module lp_filter
	#(parameter FIFO_DEPTH = 8)
	(	input logic clk,
		input logic [23:0] data_in,
		output reg [23:0] data_out);
logic [23:0] data_in_div, next, accumulate;
assign data_in_div = data_in / FIFO_DEPTH;  
reg [23:0] fifo_regs [FIFO_DEPTH-1:0];
widereg yep0(.indata(data_in_div),.outdata(fifo_regs[0]),.inclk(clk));
genvar i;
generate
	for (i = 1; i < FIFO_DEPTH; i++) begin: fifo
		widereg yep(.indata(fifo_regs[i-1]),.outdata(fifo_regs[i]),.inclk(clk));
	end
endgenerate
assign next = data_in_div - fifo_regs[FIFO_DEPTH-1];
assign data_out = next + accumulate;
widereg accumulate_reg(.indata(data_out),.outdata(accumulate),.inclk(clk));
endmodule
module widereg(indata,outdata,inclk);
parameter width = 24;
input [width-1:0] indata;
output [width-1:0] outdata;
input inclk;
reg [width-1:0] outdata;
always @ (posedge inclk)
begin
	 outdata <= indata;
end
endmodule
File: run.sh
#!/bin/bash
# OpenROAD 26Q1-2900-gdf79404cd8, Yosys 0.63+post, stock flow scripts
make -C /OpenROAD-flow-scripts/flow DESIGN_CONFIG=/design/flow/config.mk WORK_HOME=/design/flow/orfs finish
==> metrics.cfg <==
[outcome]
status=complete, no violations

[place]
io_buffers=45
hpwl_microns=7580
routabilityCongestion=0.870

[synthesis]
yosysMostFrequentCell=dfxtp_1
yosysTopAreaCell=dfxtp_1
synth.avg_cell_area_sq_um=11.4
ys_cells=572
synth-seq-cells=192
ys_top_cells_by_count=192 x dfxtp_1, 47 x ha_1, 40 x a21oi_1, 38 x inv_1, 25 x o21ai_0
ys_area_sq_um=6490
ys_async_sr_fraction_pct=0
synthDistinctLibCells=62
ff_type=dfxtp_1
yosys_warnings=13
netlist_area_sq_um=6490
yosysSeqAreaShare_pct=59.2
synthTopCellsByArea=dfxtp_1 59%, ha_1 9.1%, a21oi_1 3.1%
synth-edff-count=0
synth_top_area_share_pct=59.2
synth_cells=572

[sta]
finalCritPeriodShare_pct=56.2
fmax_mhz=59.0
worst_pin_slew_ns=0.664
relSlewSlack_pct=55.3
finalHoldViolations=0
period_needed_ns=16.96
fin_setup_tns_ns=0
finClkSkew_ns=0.00650
holdWs_ns=0.322
setup_viol=0
rsz0062_at_grt=false
slew_viol_final=0

[detailed_routing]
route.detailed.drc=0
routed_wl_microns=10800
wl_per_cell_microns=13.3
drtAntennaViolNets=0
dr.pass1.iters=4
n_antenna_cell=0
vias=4089
via_per_inst=5.02
drtIter0Drc=205

[min_path]
hold_start=fifo[3].yep.outdata[16]
min_to=fifo[4].yep.outdata[16]
hold_path_class=flop to flop
hold_depth=0

[critical_path]
critPathCaptureType=primary output
reg2reg_depth=13
timing.rr.end=accumulate_reg.outdata[20]
cp-start-kind=primary input
crit_fanout=10
timing.rr.start=fifo[7].yep.outdata[0]
required_ns=24.16
critPathKind=primary input to primary output
reg2reg_slack_ns=25.96
crit_arrival_ns=10.92

[cts]
clockBufferDepth=2
cts_hold_buf=0
cts_made_buffers=17
clkLatencyLatePin_ns=0.42
clock_sinks=192
cts-htree-levels=4
cts_tree=built
clk_pin_slew_ns=0.07
root_buffer=clkbuf_16
ctsResizeCount=0
post-cts-setup-buffers=0

[cells_and_area]
layout-drive-gt1-share_pct=7.00
area_delta_synth_final_pct=19.1

[floorplanning]
die_w_microns=116
die_area_sq_um=13400
core_area_sq_um=12600
boundaryPins=49
initCoreUtil_pct=51.5
fp.dieH_microns=116
row_count=41

[global_route]
grt_max_degree=19
antenna_found_initial=0
grt_pass1_wl_microns=17500
grt_overflow_total=0
grt_pass1_vias=3682
grtUsageTotal_pct=17.3

[flow_run]
maxCapViolations=0
log.warning_count=31

[power_and_ir_drop]
power_density_nw_per_um2=109
ir_worst_vdd_uv=92.3
leakagePower_nw=3.32

[cells by family after synthesis]
family / Yosys count / share of synthesized area (%)
DFF: 192 / 59.2
AOI/OAI and AO/OA: 139 / 14.1
buffers and inverters: 43 / 2.64
and+or+nand+nor: 117 / 9.96
xor gates and xnor gates: 26 / 3.51
adders and majority gates: 49 / 9.67
muxes: 6 / 0.944
[how the worst max path moves through the flow]
stage         slack (ns)  startpoint      endpoint
finish             13.24  data_in[3]  data_out[20]
global route       12.81  data_in[3]  data_out[20]
CTS                13.27  data_in[3]  data_out[20]
[worst max-delay path: stages]
cell and delay (ns):
clkdlybuf4s50_1 0.47, inv_1 0.05, ha_1 0.23, fa_1 0.41, nor2b_1 0.18, o31a_1 0.22
o31ai_2 0.13, o31ai_1 0.61, xor2_1 0.20, ha_1 0.48, and3_1 0.23, nand4_1 0.17
o311ai_1 0.57, nor3_1 0.11, nor3_1 0.30, clkdlybuf4s50_1 0.52
[cell type report]
| cell class | count | area [sq um] |
|---|---|---|
| Inverter | 38 | 143 |
| Tap cell | 172 | 215 |
| Timing Repair Buffer | 45 | 450 |
| Sequential cell | 192 | 3840 |
| Fill cell | 994 | 4890 |
| Clock inverter | 12 | 149 |
| Multi-Input combinational cell | 337 | 2480 |
| Clock buffer | 19 | 453 |
[state kept, by name, indices dropped and copies added, names as in the netlist]
register and cells:
accumulate_reg.outdata 24, yep0.outdata 21, fifo.yep.outdata 147
[cells in the final DEF, fill, tap and decap left out, types with 3 or more instances in the layout]
| master | count |
|---|---|
| a211o_1 | 3 |
| a211oi_1 | 4 |
| a21o_1 | 12 |
| a21oi_1 | 40 |
| a31oi_1 | 6 |
| and3_1 | 3 |
| clkbuf_16 | 17 |
| clkdlybuf4s50_1 | 45 |
| clkinv_8 | 3 |
| dfxtp_1 | 192 |
| ha_1 | 47 |
| inv_1 | 38 |
| mux2i_1 | 5 |
| nand2_1 | 24 |
| nand2b_1 | 9 |
| nand3_1 | 12 |
| nand3b_1 | 3 |
| nand4_1 | 9 |
| nor2_1 | 21 |
| nor2b_1 | 4 |
| nor3_1 | 10 |
| nor3b_1 | 3 |
| o2111ai_1 | 3 |
| o211ai_1 | 5 |
| o21a_1 | 8 |
| o21ai_0 | 25 |
| o21ai_1 | 3 |
| o21bai_1 | 4 |
| o311ai_1 | 4 |
| o31ai_1 | 3 |
| or3_1 | 5 |
| xnor2_1 | 20 |
| xor2_1 | 6 |
[through the flow]
step / power (mW) / setup WS, ns / cell area [sq um] / std cells / util, %
5_1_grt: 0.901 / 12.81 / 7730 / 815 / 61.3
4_1_cts: 0.851 / 13.27 / 7730 / 815 / 61.3
3_5_place_dp: 0.626 / 13.34 / 7130 / 784 / 56.5
3_3_place_gp: 0.624 / 13.36 / 7130 / 784 / 56.5
6_report: 0.843 / 13.24 / 7730 / 815 / 61.3
2_1_floorplan: 0.485 / 14.93 / 6490 / 572 / -
[report_power, final]
group / switching [mW] / internal [mW]
sequential: 0.00932 / 0.286
combinational: 0.156 / 0.172
clock: 0.0977 / 0.121
total: 0.263 / 0.580
[routing by layer]
layer | vias to the layer above | track usage (%) | wire, microns
met5 | - | 0 | 0
met4 | 0 | 2.14 | 160
met3 | 14 | 4.26 | 505
met2 | 83 | 23.9 | 4290
met1 | 1849 | 29.1 | 5870
li1 | 2143 | - | -
Power figures rest on the tool's default switching activity, not on a simulated workload.
