**./design.v**
```verilog
module read_load_cell(input logic CLK_50, data_in, delay_continue,
					output logic delay_call, clk_out, shift_out,
					output reg [23:0] data_out = 24'b0);
assign clk_out 		= state[0];
assign delay_call 	= state[1];
assign shift_out	= state[2];
reg [6:0] state = 7'b0000_0_0_0;  
reg [24:0] data_shift = 25'b0;  
reg [4:0] count = 5'b0;  
always_ff @(posedge CLK_50)
	case(state)
		7'b0000_0_0_0:				state <= (data_in) ? 7'b0000_0_0_0 : 7'b0001_0_1_0;
		7'b0001_0_1_0:		state <= 7'b0010_0_0_0;
		7'b0010_0_0_0:		state <= (delay_continue) ? 7'b0011_0_0_1 : state;
		7'b0011_0_0_1:		state <= 7'b0101_0_1_1;
		7'b0101_0_1_1:		state <= 7'b0110_0_0_1;
		7'b0110_0_0_1:		state <= (delay_continue) ? 7'b0111_0_0_0 : state;
		7'b0111_0_0_0:			state <= 7'b1000_0_1_0;
		7'b1000_0_1_0:		state <= 7'b1001_0_0_0;
		7'b1001_0_0_0:		state <= (delay_continue) ? 7'b1010_0_0_0 : state;
		7'b1010_0_0_0:			begin
								data_shift <= {data_shift[23:0],data_in};
								state <= 7'b1011_0_0_0;
							end
		7'b1011_0_0_0:	begin
								count <= count + 5'd1;
								state <= 7'b1100_0_0_0;
							end
		7'b1100_0_0_0:		if (count == 25)
								state <= 7'b1101_1_0_0;
							else
								state <= 7'b0011_0_0_1;
		7'b1101_1_0_0:	begin
								count <= 0;
								state <= 7'b0000_0_0_0;
							end
		default:			state <= 7'b0000_0_0_0;
	endcase
always_ff @(posedge shift_out)
	data_out <= data_shift[24:1];
endmodule
```
**./constraint.sdc**
```tcl
current_design read_load_cell

set clk_period 3.5
set clk_io_pct 0.2

create_clock -name clk0 -period $clk_period [get_ports {CLK_50}]

set non_clock_inputs [all_inputs -no_clocks]
set_input_delay [expr $clk_period * $clk_io_pct] -clock clk0 $non_clock_inputs
set_output_delay [expr $clk_period * $clk_io_pct] -clock clk0 [all_outputs]
```
**./run.sh**
```bash
#!/bin/bash
# OpenROAD 26Q1-2900-gdf79404cd8, Yosys 0.63+post, stock flow scripts
make -C /OpenROAD-flow-scripts/flow DESIGN_CONFIG=/design/flow/config.mk WORK_HOME=/design/flow/orfs finish
```
**./config.mk**
```make
export PLATFORM = sky130hd
export DESIGN_NAME = read_load_cell
export DESIGN_NICKNAME = read_load_cell
export VERILOG_FILES = /design/flow/design.v
export SDC_FILE = /design/flow/constraint.sdc
export NUM_CORES = 4
export LEC_CHECK = 1
export CORE_UTILIZATION = 40
```
==> flow_metrics.tcl <==
# place-and-route summary
set metrics [dict create \
    warnings 26 \
    cts-htree-levels 2 \
    postSynthCellCount 131 \
    ir_drop_mv 0.435 \
    cts-resized-gates 0 \
    grt_pass1_wl_um 4610 \
    drt-pass1-iter-count 4 \
    grt_pass1_vias 987 \
    unclocked_pins 24 \
    clockRootBuffer "clkbuf_8" \
    reg2reg_slack_ns 1.25 \
    gp_congestion 0.880 \
    p_total_w 0.00121 \
    yosys.area.top_type_share 0.539 \
    detail-route-antenna-nets 0 \
    top_cells_by_area "edfxtp_1 54%, dfxtp_1 23%, nor2_1 2.2%" \
    worstHoldStart "data_shift[0]" \
    synth_area_per_cell_um2 15.7 \
    flop_cell "edfxtp_1" \
    dp_slack_ns 1.22 \
    port_buffers 29 \
    finalWirelength_um 2790 \
    holdPathStages 0 \
    min_path_type "reg -> reg" \
    path_class "reg -> out" \
    post_cts_buffers 0 \
    required_ns 2.80 \
    powerDensity_nw_per_um2 485 \
    yosys_cells 131 \
    cts_tree "built" \
    syn_to_final_growth_pct 20.6 \
    p_leak_nw 0.880 \
    clockBufferDepth 2 \
    r2r_start "state[4]" \
    fp_util 0.425 \
    io_pins 30 \
    cap_viol_max_count 0 \
    worstSkewPairLatency_ns 0.28 \
    syn_area_um2 2060 \
    drv_slew 0 \
    synth_seq_share 0.772 \
    critical_path_peak_fanout 25 \
    synth-edff-count 37 \
    grt_max_degree 26 \
    relSlewSlack 0.438 \
    crit_path_end_kind "primary output" \
    fin_skew_ns 0.00579 \
    ys_area_um2 2060 \
    chip_area_um2 5450 \
    tightest_slew_ns 0.835 \
    finish.utilization 0.513 \
    min_to "data_shift[1]" \
    first_iter_violations 61 \
    vias 1094 \
    overflow 0 \
    die_h_um 73.8 \
    rr_endpoint "count[4]" \
    rsz0062_at_grt "false" \
    tns_ns 0 \
    crit_arrival_ns 1.56 \
    routedWlPerCell_um 12.1 \
    placementRows 25 \
    yosysWarnings 1 \
    core_um2 4850 \
    startpoint_type "flip-flop" \
    numCtsBuffers 5 \
    ctsHoldBuffers 0 \
    antenna_found_initial 0 \
    worst_slack_ns 1.24 \
    n_antenna_cell 0 \
    remaining_drc_errors 0 \
    track_usage 0.119 \
    clk_pin_slew_worst_paths_ns 0.07 \
    fin_crit_ns 2.26 \
    routed_via_density 4.74 \
    synth_area_leader_cell "edfxtp_1" \
    setup_viol_count_final 0 \
    hold_viol_final 0 \
    max_freq_ghz 0.442 \
    nFillCells 391 \
    fin_crit_sh 0.646 \
    drive_above_1_share 0.0915 \
    ys.flops 61 \
    die_x_um 73.8 \
    post-dp-hpwl_um 2050 \
    untimed_endpoints 48 \
    synth_cell_types 36 \
    synthArstFlopShare 0 \
    outcome "finished, final reports clean" \
    r2r_cells 3 \
]
## report_power, final
part           internal, W  total (W)  switching, W
logic             0.000130   0.000252      0.000122
registers         0.000614   0.000687     0.0000730
clock network     0.000138   0.000268      0.000130
## synth_stat cells (all sizes together), types with 2 or more instances
library cell	n
or4b	3
edfxtp	37
nand3b	3
inv	3
a21oi	4
nand2b	4
ha	2
nor3	4
buf	5
xor2	4
or4	2
dfxtp	24
nand3	2
nand2	3
nor2	12
o21ai	3
nor4	2
## area by class of cell
type                    count  area (um2)  area share
inverters                   3        11.3     0.00453
well taps                  67        83.8      0.0337
clock buffers               6        72.6      0.0292
clock inverters             2        10.0     0.00402
flip-flops and latches     61        1590       0.640
multi-input cells          61         413       0.166
repair buffers             31         305       0.123
## worst max-delay path by stage
stage | startpoint | endpoint | depth (start not counted) | slack [ns]
final | state[2] | shift_out | 2 | 1.24
after global routing | state[4] | count[4] | 3 | 1.06
after CTS | state[2] | shift_out | 2 | 1.22
## cell families after synthesis
family	Yosys count	share of synthesized area
AOI/OAI and AO/OA	13	0.0449
DFF	61	0.772
muxes	1	0.00485
and+or+nand+nor	40	0.116
xor gates and xnor gates	5	0.0212
adders and majority gates	2	0.0121
buffers and inverters	9	0.0291
## placed cells by master (no fill, tap or decap), types with 2 or more instances in the layout
cell type	netlist	routed
nor3_1	3	3
or4b_1	2	2
clkinv_2	0	2
clkdlybuf4s50_1	0	29
buf_4	0	2
clkbuf_8	0	5
nand2_1	3	3
nand3_1	2	2
nand3b_1	3	3
o21ai_0	2	2
nor2_1	12	11
ha_1	2	2
nand2b_1	4	4
a21oi_1	4	4
inv_1	3	3
dfxtp_1	24	24
xor2_1	4	4
edfxtp_1	37	37
nor4_1	2	2
## metrics by stage
stage	instances	hold slack, ns	cell area [um2]
after floorplan	131	0.400	2060
after global placement	223	0.427	2400
after detailed placement	223	0.414	2400
after CTS	231	0.431	2490
after global routing	231	0.437	2490
final	231	0.428	2490
## sequential cells by signal (all words and copies together), names as in the netlist
name        count
data_out       24
data_shift     25
state           7
count           5
## metal layers
metal  GRT usage  routed length (um)
met1       0.196                1280
met2       0.170                1220
met3      0.0430                 241
met4      0.0150                  46
met5           0                   0
## worst max-delay path: stages (launching register included)
cell,delay (ns)
edfxtp_1,0.49
buf_4,0.28
clkdlybuf4s50_1,0.50
