--- flow/config.mk ---
export PLATFORM = sky130hd
export DESIGN_NAME = delay_1us
export DESIGN_NICKNAME = delay_1us
export VERILOG_FILES = /design/flow/design.v
export SDC_FILE = /design/flow/constraint.sdc
export NUM_CORES = 4
export LEC_CHECK = 1
export CORE_AREA = 10 10 70 70
export DIE_AREA = 0 0 80 80
--- flow/constraint.sdc ---
current_design delay_1us

set clk_period 1.5
set clk_io_pct 0.2

create_clock -name clk0 -period $clk_period [get_ports {clk}]

set non_clock_inputs [all_inputs -no_clocks]
set_input_delay [expr $clk_period * $clk_io_pct] -clock clk0 $non_clock_inputs
set_output_delay [expr $clk_period * $clk_io_pct] -clock clk0 [all_outputs]
--- flow/design.v ---
module delay_1us (input logic clk, start,
					output logic finish);
	reg [5:0] state = 6'b000000;
	always_ff @(posedge clk)
		case(state)
			6'b000000:	begin
						finish <= 1'b0;
						state <= (start) ? 6'b000001 : 6'b000000;
					end
			6'b111111: begin
						finish <= 1'b1;
						state <= 6'b000000;
					end
			default: state <= state + 6'd1;
		endcase
endmodule
--- flow/run.sh ---
#!/bin/bash
# OpenROAD 26Q1-2900-gdf79404cd8, Yosys 0.63+post, stock flow scripts
make -C /OpenROAD-flow-scripts/flow DESIGN_CONFIG=/design/flow/config.mk WORK_HOME=/design/flow/orfs finish
==> commit_impl_results.txt <==
Refresh implementation metrics

- Setup CP Type: reg2reg
* Cell breakdown of the critical path: ha_1, and3_4, and3_1, or2_1
- Final critical-path share of the clock period: between 90 and 100%
- Per the power-grid run, VDD falls by no more than 0.9973 mV.
- The data arrival time reported for the critical path is roughly 1.4 ns.
- CP Data Required Time: 1.51 ns
* Number of nets with antenna violations after detailed routing: 0
- Register area share after synthesis: 45.98%
* Wire length on met3: 92 um
* Chip Width: ~80 um
- Yosys reports a chip area of ~330 um^2.
- Clock network latency to the later pin of the worst-skew pair: ~0.26 ns
- The transition time recorded at the tightest slew-check pin is 0.3650 ns.
- The total overflow left after global routing is 0.
- Max-Cap Viols: 0
- In the final routing, the length of wire on met1 measures 223 um.
- After routing, the total negative slack on setup checks comes to 0 ns.
- TritonCTS clock tree: yes
* Number of global-route vias before repair: 233
* Count of cell types in the netlist: 23
- Timing would allow up to 714.0 MHz.
- Buffers added to address setup during post-CTS repair amount to 0.
* Chip footprint: 0.006400 mm^2
- Summing every instance area after synthesis gives 326.6 um^2.
- Total GRT Usage: 1.790%
- Clock Tree Buf Depth: 2
- Input/output buffers: 2
* Remaining design rule violation count: 0
- The number of antenna diodes in the final layout is 0.
- Total power for the finished layout comes to 0.0008007 W.
- After detailed routing, the average wire length per cell comes to 6.205 um.
- Per the gpl log, the routability congestion estimate is between 0.8 and 0.9.
- Total detailed-routing wirelength: 515 um
* Gate count after technology mapping: 31
* Slowest cell on the critical path: dfxtp_1
- Cell leakage power: 0.1661 nW
- FP Util: 9.560%
* Yosys warning total: 1
- Signal routing reaches up to met3.
- Wire length of the first global-routing pass: between 900 and 1000 um
- Detailed-route vias per instance: 2.699
- Layout Skew: 0.005620 ns
* Root buffer cell: clkbuf_4
- After clock tree synthesis, the repair step resized 0 gates.
- The stage logs contain a warning count of 26.
- STA classifies the critical path startpoint as a flop.
* Ports: 3
* Max-slew headroom: 75.44%
* Std cell rows: 21
- According to the hold report, the worst path is of the reg2reg type.
- Final setup vio count: 0
* Fraction of final layout cells sized beyond drive strength 1: 24.32%
- In the log, the iteration count for the first detailed-route pass is 4.
* Count of vias placed by the detailed router: 224
- The largest single stage delay on the critical path is approximately 0.35 ns.
- Per the cell usage report, the commonest logic cells after layout are dfxtp_1 (6), clkbuf_4 (3).
- In this run the number of H-tree levels came out at 1.
- Register bit total from synthesis: 7
- Final Max Slew Viols: 0
- Areal power density over the cells: 1839 mW/mm^2
- Final hold analysis gives a worst-case slack of 0.5040 ns.
- A synthesized cell averages 10.53 um^2.
- Min Tclk post-route: around 1.4 ns
- For reference, the final report shows the hold violation count at 0.
- Counting flops with a built-in enable in the synthesized netlist gives 1.
- Unrepaired setup endpoints after global routing: no
- The area growth from synthesis to layout is 33.33%.
* Run status: finished clean
* Critical Path Sink Type: flop
* Dominant logic cell type in the layout: dfxtp_1
- Per the post-CTS timing run, clock transition at the registers of the reported paths is 0.06 ns.
* Number of antenna violations at the first check in global routing: 0
* TritonCTS buffer count: 3
* Fill cell count: 392
- Proportion of register bits with asynchronous set or reset after synthesis: 0%
* Chip Height: about 80 um
- Count of routing violations after the opening detailed-route iteration: 6
- The synthesis report names the predominant flop master as dfxtp_1.
- Per the detail_route log, met2 wirelength is 200 um.
* Post-synthesis cell count from yosys: 31
* Largest fanout of any net on the critical path: 4
- After floorplanning, the core was sized to cover 0.003416 mm^2.
* Count of hold buffers inserted by post-cts repair: 0
- Sinks on the clock net: 7
* Maximum number of pins on one net before global-route repair: 6
==> state kept, by name, summed over array words and instances, names as in the netlist <==
name / flops
state: 6
finish: 1
==> synthesized netlist by cell type, types with 2 or more instances <==
cell	count	area share [%]
inv_1	2	2.3
ha_1	2	7.7
dfxtp_1	6	37
xor2_1	2	5.4
==> layer usage <==
| layer | track usage, % | vias to the layer above |
|---|---|---|
| met2 | 2.327 | 8 |
| met4 | 0.1761 | 0 |
| met5 | 0 | - |
| li1 | - | 118 |
| met1 | 2.219 | 98 |
| met3 | 1.591 | 0 |
==> cell families (layout without fill, tap and decap cells) <==
group,after synthesis,after routing,synth area share [%]
xor+xnor,3,3,8.047
flops,7,7,45.98
fa+ha+maj,2,2,7.662
simple gates,12,12,23.76
compound gates,3,3,9.193
buf+inv,4,10,5.362
==> power breakdown <==
group / internal [W] / total [W] / switching, W / leakage, nW
Combinational: 0.000154 / 0.000276 / 0.000122 / 0.0917
Clock: 0.000102 / 0.000176 / 0.0000737 / 0.0150
Sequential: 0.000275 / 0.000350 / 0.0000751 / 0.0594
==> through the flow <==
stage	util (%)	cell area, um^2	setup slack, ns	cells
floorplan	-	326.6	0.02994	31
global placement	11.98	409.1	0.1300	79
detailed placement	11.98	409.1	0.1256	79
CTS	12.75	435.4	0.1060	83
global route	12.75	435.4	0.05935	83
finish	12.75	435.4	0.09954	83
==> worst max-delay path: cells and delay by family (launching register included) <==
family,cells,cell delay [ns]
DFF,1,0.35
adders and majority gates,1,0.24
and+or+nand+nor,3,0.57
==> cell type report <==
cell class	instances	area [um^2]	share of cell area (%)
Clock buffer	4	26.28	6.034
Inverter	2	7.507	1.724
Multi-Input combinational cell	20	158.9	36.49
Sequential cell	7	150.1	34.48
Tap cell	46	57.56	13.22
Timing Repair Buffer	4	35.03	8.046
==> worst paths after layout <==
path,slack [ns],depth (start not counted),start,endpoint
worst min-delay path,0.50,1,state[4],state[4]
worst max register to register,0.1,4,state[0],finish
worst min register to register,0.50,1,state[4],state[4]
worst max-delay path,0.1,4,state[0],finish
Power figures rest on the tool's default switching activity, not on a simulated workload.
